===== ./run.sh =====
#!/bin/bash
# OpenROAD 26Q1-2900-gdf79404cd8, Yosys 0.63+post, stock flow scripts
make -C /OpenROAD-flow-scripts/flow DESIGN_CONFIG=/design/flow/config.mk WORK_HOME=/design/flow/orfs finish

===== ./config.mk =====
export PLATFORM = sky130hd
export DESIGN_NAME = digit
export DESIGN_NICKNAME = digit
export VERILOG_FILES = /design/flow/design.v
export SDC_FILE = /design/flow/constraint.sdc
export NUM_CORES = 4
export LEC_CHECK = 1
export CORE_AREA = 10 10 98 98
export DIE_AREA = 0 0 108 108

===== ./constraint.sdc =====
current_design digit

set clk_period 3.4
set clk_io_pct 0.2

create_clock -name clk0 -period $clk_period [get_ports {clk}]

set non_clock_inputs [all_inputs -no_clocks]
set_input_delay [expr $clk_period * $clk_io_pct] -clock clk0 $non_clock_inputs
set_output_delay [expr $clk_period * $clk_io_pct] -clock clk0 [all_outputs]

===== ./design.v =====
`timescale 1ns / 1ps
module dec(
    input [3:0] dec,
    output [6:0] seg
    );
assign seg={(dec==0 | dec==4 | dec==5 | dec==6 | dec==8 | dec==9),
	(dec==0 | dec==2 | dec==6 | dec==8),
	(dec==0 | dec==2 | dec==3 | dec==5 | dec==6 | dec==7 | dec==8 | dec==9),
	(dec==2 | dec==3 | dec==4 | dec==5 | dec==6 | dec==8 | dec==9),
	(dec==0 | dec==2 | dec==3 | dec==5 | dec==6 | dec==8 | dec==9),
	(dec==0 | dec==1 | dec==2 | dec==3 | dec==4 | dec==7 | dec==8 | dec==9),
	(dec==0 | dec==1 | dec==3 | dec==4 | dec==5 | dec==6 | dec==7 | dec==8 | dec==9)};
endmodule
`timescale 1ns / 1ps
module digit(
    input clk,
    input rst,
    input [9:0] baseX,
	 input [10:0] x,
    input [9:0] y,
    input [3:0] d,
    output [5:0] color
    );
reg [5:0] color_out;
wire [6:0] e;
dec decoder(.seg(e),.dec(d));
always @(posedge clk)
begin
	if(x>=baseX & x<baseX+30 & y>=130 & y<285 & e[6])
		color_out<=6'b100111;
	else if(x>=baseX & x<baseX+30 & y>=315 & y<470 & e[5])
		color_out<=6'b100111;
	else if(x>=baseX+30 & x<baseX+120 & y>=100 & y<130 & e[4])
		color_out<=6'b100111;
	else if(x>=baseX+30 & x<baseX+120 & y>=285 & y<315 & e[3])
		color_out<=6'b100111;
	else if(x>=baseX+30 & x<baseX+120 & y>=470 & y<500 & e[2])
		color_out<=6'b100111;
	else if(x>=baseX+120 & x<baseX+150 & y>=130 & y<285 & e[1])
		color_out<=6'b100111;
	else if(x>=baseX+120 & x<baseX+150 & y>=315 & y<470 & e[0])
		color_out<=6'b100111;
	else
		color_out<=6'b0;
end
assign color=color_out;
endmodule

==> impl_metrics.json <==
{
  "hold_path_class": "register to output pin",
  "synthCells": 224,
  "tns_ns": 0,
  "synth-edff-count": 0,
  "io_pins": 43,
  "die_y_um": 108,
  "yosys_cells": 224,
  "power_uw": 302.9,
  "netlist_area_um2": 1633,
  "synth_top_cell_by_area": "ha_1",
  "grt_pass1_vias": 1718,
  "fillers": 784,
  "cap_viol_max_count": 0,
  "syn_area_per_cell_um2": 7.289,
  "io_buffers": 39,
  "hpwl_um": 4072,
  "cp-end-kind": "register",
  "avgRoutedWirePerCell_um": 12.39,
  "async_flop_share": 0,
  "cp.required_ns": 3.31,
  "area_delta_synth_final_pct": 42.38,
  "fin_ws_ns": 0.2052,
  "grt_pass1_wl_um": 7866,
  "largest_registers": "color_out: 1 flops",
  "diodes": 0,
  "drt_iter0_drc": 62,
  "power_density_nw_per_um2": 130.3,
  "area_leaders": "ha_1 (31%), xnor2_1 (9.1%), a21oi_1 (6.4%)",
  "largest_register_ffs": 1,
  "critical_path_arrival_ns": 3.11,
  "hold_path_depth": 1,
  "path_clk_slew_ns": 0,
  "grt_max_degree": 15,
  "cts_hold_buf": 0,
  "place.gp.congestion": 0.8506,
  "yosys_warnings": 1,
  "ys_types": 55,
  "die_area_um2": 11660,
  "largest_register": "color_out",
  "hold_viol": 0,
  "peakVddDrop_uv": 57.59,
  "num_rows": 32,
  "synthTopCellsByCount": "ha_1 (40), a21oi_1 (21), inv_1 (20)",
  "power.leakage_nw": 1.019,
  "most_common_cell": "ha_1",
  "antenna_found_initial": 0,
  "fin_crit_ns": 3.195,
  "yosysChipArea_um2": 1633,
  "first_pass_iters": 4,
  "place_inst": 374,
  "path_class": "primary input to register",
  "tool_warnings": 33,
  "stdcell_count": 377,
  "dieWidth_um": 108,
  "drc": 0,
  "fp.coreArea_um2": 7647,
  "final_max_slew_viol_count": 0,
  "fin_crit_sh": 0.9397,
  "routed-via-count": 1771,
  "worstPathMaxFanout": 3,
  "grt_overflow": 0,
  "status": "finished clean",
  "final-setup-viol-count": 0,
  "startpoint": "baseX[3]",
  "drtAntennaViolNets": 0,
  "start_kind": "primary input",
  "grt_usage": 0.07902,
  "drive_above_1_share": 0.1418,
  "ys_ff": 1,
  "place_ws_ns": -0.3029,
  "max_freq_mhz": 313.0,
  "drt_wl_total_um": 4672,
  "synth_seq_share": 0.01226,
  "ff_type": "dfxtp_1",
  "top_area_frac": 0.3065,
  "floorplanUtilization": 0.2135,
  "vias_per_cell": 4.698,
  "hp-start": "color_out[2]"
}
-- cell type report --
cell class	instances	area (um2)	share of cell area
well taps	102	127.6	0.05490
repair buffers	62	570.5	0.2454
flip-flops and latches	1	20.02	0.008611
inverters	20	75.07	0.03229
multi-input cells	192	1531	0.6588
-- kinds of logic after synthesis --
family | Yosys count | share of synthesized area
xor+xnor | 17 | 0.09119
flops | 1 | 0.01226
fa+ha+maj | 40 | 0.3065
buf+inv | 32 | 0.09119
mux | 1 | 0.006896
other cells | 1 | 0.002297
compound gates | 68 | 0.2728
simple gates | 64 | 0.2169
-- layer usage --
layer  global-route usage  routed length, um
met5                    0                  0
met2               0.1435               2319
met3             0.006627                212
met1               0.1049               2140
met4                    0                  0
-- final timing paths --
path / endpoint
max: color_out[2]
min: color[0]
-- placed cells by master, fill, tap and decap left out, drive strengths merged, types with 2 or more instances in the layout --
| cell type | count |
|---|---|
| ha | 40 |
| clkdlybuf4s50 | 33 |
| buf | 23 |
| a21oi | 21 |
| inv | 20 |
| xnor2 | 17 |
| o21ai | 13 |
| nand2 | 12 |
| nand3 | 10 |
| nor2 | 9 |
| nand4 | 6 |
| nor3 | 5 |
| a31oi | 4 |
| a21o | 4 |
| dlygate4sd2 | 4 |
| o211ai | 3 |
| nor4 | 3 |
| nand2b | 2 |
| and4 | 2 |
| o21bai | 2 |
| or3 | 2 |
| o2111ai | 2 |
| nand3b | 2 |
| o32ai | 2 |
| a211oi | 2 |
| or4 | 2 |
| conb | 2 |
| dlymetal6s2s | 2 |
| nor2b | 2 |
| or2 | 2 |
-- worst max-delay path, cell delays in order --
cell           delay, ns
dlygate4sd2_1       0.26
inv_2               0.07
ha_1                0.14
inv_1               0.04
o21ai_2             0.15
nor2b_4             0.19
nand3_2             0.10
xnor2_2             0.16
ha_1                0.29
nand4_1             0.12
nor2_2              0.15
a2111o_1            0.20
a21oi_1             0.05
or4_1               0.40
o211ai_1            0.11
-- per-stage QoR --
stage | utilization | cell area [um2] | hold WS (ns)
global route | 0.3040 | 2325 | 1.412
detailed placement | 0.2917 | 2231 | 1.398
floorplan | - | 1637 | 0.9717
CTS | 0.2997 | 2292 | 1.398
finish | 0.3040 | 2325 | 1.392
global placement | 0.2917 | 2231 | 1.394
-- power by group --
group	leakage (nW)	internal, mW	switching (mW)
registers	0.00815	0.0130	0.000823
clock network	0	0	0
logic	1.01	0.148	0.141
-- timing repair --
action,in CTS,in global routing
hold endpoints to repair,0,0
setup endpoints to repair,1,1
cloned,0,0
buffers inserted,2,1
gates resized,18,7
pin swaps,8,6
Power figures rest on the tool's default switching activity, not on a simulated workload.
