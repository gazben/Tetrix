<file path="flow/design.v">
`timescale 1ns / 1ps
module color(
	 input clk,
	 input rst,
    input [10:0] x,
    input [9:0] y,
    output [5:0] color
    );
	reg [2:0] color1;
	reg [2:0] color2;
	always @(posedge clk)
	begin
		if(x<100 | x==1039)
			color1<=3'b000;
		else if(x<199)
			color1<=3'b001;
		else if(x<299)
			color1<=3'b010;
		else if(x<399)
			color1<=3'b100;
		else if(x<499)
			color1<=3'b011;
		else if(x<599)
			color1<=3'b101;
		else if(x<699)
			color1<=3'b110;
		else
			color1<=3'b111;
	end
	always @(posedge clk)
	begin
		if(y<74 | y==665)
			color2<=3'b000;
		else if(y<149)
			color2<=3'b001;
		else if(y<224)
			color2<=3'b010;
		else if(y<299)
			color2<=3'b100;
		else if(y<374)
			color2<=3'b011;
		else if(y<449)
			color2<=3'b101;
		else if(y<524)
			color2<=3'b110;
		else
			color2<=3'b111;
	end
	assign color={color2[2], color1[2], color2[1], color1[1], color2[0], color1[0]};
endmodule
</file>
<file path="flow/run.sh">
#!/bin/bash
# OpenROAD 26Q1-2900-gdf79404cd8, Yosys 0.63+post, stock flow scripts
make -C /OpenROAD-flow-scripts/flow DESIGN_CONFIG=/design/flow/config.mk WORK_HOME=/design/flow/orfs finish
</file>
<file path="flow/config.mk">
export PLATFORM = sky130hd
export DESIGN_NAME = color
export DESIGN_NICKNAME = color
export VERILOG_FILES = /design/flow/design.v
export SDC_FILE = /design/flow/constraint.sdc
export NUM_CORES = 4
export LEC_CHECK = 1
export CORE_AREA = 10 10 75 75
export DIE_AREA = 0 0 85 85
</file>
<file path="flow/constraint.sdc">
current_design color

set clk_period 1.8
set clk_io_pct 0.2

create_clock -name clk0 -period $clk_period [get_ports {clk}]

set non_clock_inputs [all_inputs -no_clocks]
set_input_delay [expr $clk_period * $clk_io_pct] -clock clk0 $non_clock_inputs
set_output_delay [expr $clk_period * $clk_io_pct] -clock clk0 [all_outputs]
</file>
==> flow_summary.yaml <==
# generated from flow reports
clock_tree:
  post-cts-setup-buffers: 0
  clock-sinks: 6
  tritoncts: "built"
  root_buffer: "clkbuf_8"
  cts.clk_slew.worst_paths_ps: 30
  htreeDepth: 1
  cts_made_buffers: 3
  ctsLongestPathBuffers: 2
route:
  viasPerCell: 4.66
  routed_wl_mm: 2.17
  initialDrtViolationCount: 120
  detail_route.wl_per_cell_um: 12.0
  antenna_left: 0
  firstDrtPassIters: 4
  route.detailed.drc: 0
  detailroute.via_count: 843
  antenna_cells_inserted: 0
worst_hold_path:
  worstHoldPathType: "input pin to flop"
setup_path:
  worstPathArrival_ps: 1760
  critPathLaunchType: "input pin"
  end_kind: "flop"
  critPathRequiredTime_ps: 1880
  cp_max_fo: 4
  critPathKind: "input pin to flop"
place:
  dp_cells: 178
  port_buffers: 27
  place.gp.congestion: 0.856
  hpwl_mm: 1.86
  dp_slack_ps: -191
logic_synthesis:
  yosysTopAreaCell: "dfxtp_1"
  ff_type: "dfxtp_1"
  ys_types: 44
  ys_cells: 90
  postSynthAreaPerCell_um2: 7.74
  ys_top_cells_by_area: "dfxtp_1, buf_6, a21oi_1"
  synth_area_um2: 697
  edf_count: 0
  synth_cells: 90
  async_reset_ff_share_pct: 0
  ys.warnings.count: 1
  ys_area_um2: 697
  synth-seq-cells: 6
  ys_seq_share_pct: 17.2
  synth.top_cell.area_share_pct: 17.2
final_layout:
  layout.cells.most_common: "clkdlybuf4s50_1"
  drive_above_1_share_pct: 23.7
  area_growth_pct: 65.4
  final_util_pct: 28.4
  finalNonFillerCells: 181
  final_cell_mix: "clkdlybuf4s50_1, buf_4, o21ai_0, a21oi_1"
die:
  io_pins: 29
  fp.coreArea_um2: 4060
  fp_util_pct: 17.2
  die_area_um2: 7230
  die_w_um: 85
  rows: 23
  die_y_um: 85
timing:
  period_needed_ps: 1670
  slew_headroom_pct: 76.4
  rsz0062_at_grt: "no"
  setup_ws_ps: 125
  fin_crit_sh_pct: 93.0
  timing.fmax_mhz: 597
  setup_viol: 0
  slew_violations: 0
  max_slew.worst_pin.slew_ps: 353
  hold_viol_final: 0
pwr:
  p_leak_nw: 0.460
  powerDensity_nw_per_um2: 482
  ir_worst_vdd_mv: 0.256
run_status:
  status: "finished clean"
grt:
  overflow: 0
  grt_max_degree: 10
  antenna_found_initial: 0
  grt_pass1_vias: 803
  grt_usage_pct: 5.80
  grt_pass1_wl_mm: 3.60
job:
  warnings: 26
  maxCapViolations: 0
[state kept, by name, indices dropped and copies added, names as in the netlist]
register  flops
color1        3
color2        3
[cells by family after synthesis]
group | after synthesis | synth area share [%]
AND-OR/OR-AND | 39 | 43.8
AND/OR/NAND/NOR | 37 | 30.3
buffers and inverters | 8 | 8.62
flip-flops | 6 | 17.2
[stage by stage]
| step | setup TNS [ps] | hold WS (ps) | power (mW) | area (um2) |
|---|---|---|---|---|
| floorplan | 0 | 540 | 0.238 | 697 |
| global placement | -583 | 1040 | 0.360 | 1100 |
| detailed placement | -534 | 1040 | 0.359 | 1100 |
| CTS | 0 | 857 | 0.565 | 1140 |
| global route | 0 | 746 | 0.599 | 1150 |
| finish | 0 | 714 | 0.556 | 1150 |
[layout make-up]
class | instances | area, um2
inverter | 4 | 15.0
sequential | 6 | 120
timing repair buffer | 42 | 390
tap | 50 | 62.6
multi-input combinational | 76 | 523
clock buffer | 3 | 41.3
fill | 423 | 2910
[routing by layer]
layer	share of wire (%)	global-route usage [%]	up-vias
met5	0	0	-
met1	43	7.12	387
met2	51	9.81	11
met4	0	0.299	0
met3	5.5	2.22	0
li1	-	-	445
[Yosys cell counts (2+ instances only)]
cell,number
and3_1,2
inv_1,4
a31oi_1,2
nand3_1,5
or2_2,2
o21ai_0,7
nor3_1,4
nor2_1,6
dfxtp_1,6
a21oi_1,7
a211oi_1,2
buf_6,4
nand2_1,5
nand4_1,4
[critical path, stage by stage]
cell and delay (ps):
clkdlybuf4s50_1 530, and2_1 240, nand3_1 130, a311oi_2 370, a2111oi_2 120
[power breakdown]
part           switching, mW  internal (mW)
clock network         0.0550          0.143
registers            0.00302          0.147
logic                 0.0846          0.122
total                  0.143          0.413
[final timing paths]
path | start | endpoint | cells past startpoint
setup / recovery | x[6] | color1[1] | 5
hold / removal | x[5] | color1[1] | 4
[repair_timing]
item,in CTS,in global routing
gates resized,0,4
endpoints found under the hold margin,0,0
endpoints found under the setup margin,0,2
hold buffers,0,0
Power and IR drop assume default switching activity.
