--- config.mk ---
export PLATFORM = sky130hd
export DESIGN_NAME = dot
export DESIGN_NICKNAME = dot
export VERILOG_FILES = /design/flow/design.v
export SDC_FILE = /design/flow/constraint.sdc
export NUM_CORES = 4
export LEC_CHECK = 1
export CORE_AREA = 10 10 70 70
export DIE_AREA = 0 0 80 80
--- constraint.sdc ---
current_design dot

set clk_period 2.1
set clk_io_pct 0.2

create_clock -name clk0 -period $clk_period [get_ports {clk}]

set non_clock_inputs [all_inputs -no_clocks]
set_input_delay [expr $clk_period * $clk_io_pct] -clock clk0 $non_clock_inputs
set_output_delay [expr $clk_period * $clk_io_pct] -clock clk0 [all_outputs]
--- design.v ---
`timescale 1ns / 1ps
module dot(
    input clk,
    input rst,
	 input [10:0] x,
    input [9:0] y,
	 input en,
    output [5:0] color
    );
reg [5:0] color_out;
always @(posedge clk)
begin
	if(en & x>=385 & x<415 & ((y>=255 & y<285) | (y>=315 & y<345)))
		color_out<=6'b100111;
	else
		color_out<=6'b0;
end
assign color=color_out;
endmodule
--- run.sh ---
#!/bin/bash
# OpenROAD 26Q1-2900-gdf79404cd8, Yosys 0.63+post, stock flow scripts
make -C /OpenROAD-flow-scripts/flow DESIGN_CONFIG=/design/flow/config.mk WORK_HOME=/design/flow/orfs finish
==> reports/results.ini <==
[clock_tree]
cts_resized=0
cts_hold_buffers=0
clk_pin_slew_ns=0
cts_setup_buffers=0

[cells_and_area]
nFillCells=394
syn_to_final_growth_pct=150
top_regs=color_out x1
largest_reg_flops=1
layout-drive-gt1-share_pct=4.08
lay_top_cells=clkdlybuf4s50_1, nand2_1, a21oi_1
layout_top_cell=clkdlybuf4s50_1
top_register=color_out

[logic_synthesis]
synthDistinctLibCells=18
syn_inst=27
avgSynthCellArea_um2=7.00
yosys_warnings=1
yosys_cells=27
ys.flops=1
syn-cell-area_um2=189
ys_chip_area_um2=189
synth_seq_share_pct=10.6

[sta]
hold_violations=0
max_freq_mhz=577
finalCriticalPeriod_ns=1.73
fin_setup_tns_ns=0
setup_viol_count_final=0
slew_violations=0
rsz0062_at_grt=false
finalClockPeriodUsage_pct=82.5

[placement]
io_buffers=26
hpwl_um=799
place_congestion=0.757

[setup_path]
path_max_fanout=2
cp.required_ns=1.97
start_kind=input pin
cp.arrival_ns=1.61
crit_path_end_kind=register
worstSetupPathType=in -> reg
critPathLaunch=x[4]
crit_end=color_out[2]

[global_route]
antenna_found_initial=0
grt_usage_pct=2.36
grt_pass1_vias=274
grt_pass1_wl_mm=1.26
grt_max_degree=5
globalRouteOverflowTotal=0

[power_and_ir_drop]
p_comb_share_pct=74.3
power_frac_clock_pct=0
ir_drop_mv=0.0224
p_leak_uw=0.000155
power.internal_uw=60.9
swShare_pct=19.3
power_density_nw_per_um2=160
pwr-share-seq_pct=25.7
power_uw=75.5
switchingPower_uw=14.5

[route]
drc=0
drt_iter0_markers=5
dr.pass1.iters=2
final_antenna_net_count=0
vias=271
wl_per_cell_um=8.89
viasPerCell=2.85
diodes=0
wl_um=845

[die]
die_area_um2=6400
fp.coreArea_um2=3420
rows=21
chipWidth_um=80
pin_count=30
die_h_um=80
fp_util_pct=5.53

[flow_run]
cap_violations=0
warnings=29

[worst_hold_path]
hold_path_class=in -> reg
holdCritStartpoint=y[2]

[outcome]
status=completed

-- power groups by stage --
stage | clock, uW | sequential (uW) | combinational, uW
after CTS | 0 | 19.4 | 56.8
final | 0 | 19.4 | 56.1
after global routing | 0 | 19.4 | 61.8
-- synth_stat cells --
library cell  instances  area (um^2)
dfxtp_1               1         20.0
nor4b_2               1         15.0
or4_1                 1         7.51
nor4_1                1         6.26
o21ai_1               1         5.00
a21oi_1               3         15.0
conb_1                1         3.75
buf_4                 5         37.5
o21ai_0               1         5.00
inv_1                 2         7.51
o211ai_1              1         7.51
nand2_1               3         11.3
nand4_1               1         6.26
o311ai_1              1         8.76
o2111ai_1             1         8.76
and3_1                1         6.26
nand3_1               1         5.00
and4bb_2              1         12.5
-- how the worst min path moves through the flow --
stage	end	cells past startpoint	slack, ns
CTS	color_out[2]	3	1.13
global route	color[1]	1	1.14
finish	color_out[2]	3	1.12
-- stage by stage --
step	std cells	hold slack, ns	utilization, %	area (um^2)	worst slack [ns]
final	95	1.12	13.8	473	0.367
after global routing	95	1.14	13.8	473	0.256
after CTS	95	1.13	13.8	473	0.318
after detailed placement	95	1.13	13.8	473	0.325
after global placement	95	1.13	13.8	473	0.325
after floorplan	28	0.609	-	193	0.883
-- cell type report --
type | instances | area, um^2 | share of cell area, %
repair buffers | 26 | 260 | 55.0
multi-input cells | 20 | 128 | 27.0
inverters | 2 | 7.51 | 1.59
well taps | 46 | 57.6 | 12.2
flip-flops and latches | 1 | 20.0 | 4.23
-- kinds of logic after synthesis --
group,after synthesis,synth area share (%)
buf+inv,7,23.8
compound gates,8,26.5
other cells,1,1.98
flops,1,10.6
simple gates,10,37.1
-- routing by layer --
layer / routed length, um / GRT usage [%]
met1: 337 / 3.04
met2: 392 / 4.17
met3: 115 / 0.455
met4: 0 / 0
met5: 0 / 0
-- worst max-delay path: stages --
cell	delay, ns
clkdlybuf4s50_1	0.41
or4_1	0.51
o21ai_1	0.17
nor4_1	0.09
Power is estimated from default activity; no workload was simulated.
